[/design/flow/constraint.sdc]
current_design mat_mul_wrapper

set clk_period 24.2
set clk_io_pct 0.2

create_clock -name clk0 -period $clk_period [get_ports {clk}]

set non_clock_inputs [all_inputs -no_clocks]
set_input_delay [expr $clk_period * $clk_io_pct] -clock clk0 $non_clock_inputs
set_output_delay [expr $clk_period * $clk_io_pct] -clock clk0 [all_outputs]
[/design/flow/config.mk]
export PLATFORM = sky130hd
export DESIGN_NAME = mat_mul_wrapper
export DESIGN_NICKNAME = mat_mul_wrapper
export VERILOG_FILES = /design/flow/design.v
export SDC_FILE = /design/flow/constraint.sdc
export NUM_CORES = 4
export LEC_CHECK = 1
export CORE_UTILIZATION = 50
[/design/flow/design.v]
module mat_mul #(
    parameter W_IN = 8,
    parameter W_OUT = 32,
    parameter N = 2  
)(
    input logic clk, resetn, valid_in,
    input logic signed [N-1:0][N-1:0][W_IN-1:0] matrix_1, matrix_2,
    output logic valid_out,
    output logic signed [N-1:0][N-1:0][W_OUT-1:0] result
);
localparam DEPTH = $clog2(N);  
logic signed [N-1:0][N-1:0][DEPTH:0][N-1:0][W_OUT-1:0] partial_sum;  
logic valid_buffer[DEPTH+1];  
genvar m1_row_num, m2_col_num, d0_item_num, depth, item_num;
generate
for (m1_row_num = 0; m1_row_num < N; m1_row_num = m1_row_num + 1) begin: m1_row_iter
    for (m2_col_num = 0; m2_col_num < N; m2_col_num++) begin: m2_col_iter
        for (d0_item_num = 0; d0_item_num < N; d0_item_num++) begin: d0_item_iter
            always_comb begin
                if (valid_in)
                    partial_sum[m1_row_num][m2_col_num][0][d0_item_num] = $signed(matrix_1[m1_row_num][d0_item_num]) * $signed(matrix_2[d0_item_num][m2_col_num]);
                else
                    partial_sum[m1_row_num][m2_col_num][0][d0_item_num] = 0;
                valid_buffer[0] = valid_in;
            end
        end
        for (depth = 0; depth < DEPTH; depth++) begin: depth_iter
            for (item_num = 0; item_num < N/2**(depth+1); item_num++) begin: item_iter
                always_ff @(posedge clk) begin
                  if (resetn) begin
                    partial_sum[m1_row_num][m2_col_num][depth+1][item_num] <= $signed(partial_sum[m1_row_num][m2_col_num][depth][2*item_num]) + $signed(partial_sum[m1_row_num][m2_col_num][depth][2*item_num+1]);
                    valid_buffer[depth+1] <= valid_buffer[depth];
                  end
                end
            end
        end
    end
end
endgenerate
always_ff@(posedge clk) begin
    if (resetn == 1'b0) begin
        for (int i=0; i<N; i++) begin
            for (int j=0; j<N; j++) begin
                result[i][j] <= 0;
            end
        end
    end
    else if (valid_buffer[DEPTH]) begin
        for (int i=0; i<N; i++) begin
            for (int j=0; j<N; j++) begin
                result[i][j] <= $signed(result[i][j]) + $signed(partial_sum[i][j][DEPTH][0]);
            end
        end
    end         
    valid_out <= valid_buffer[DEPTH];
end
endmodule
module mat_mul_wrapper#(
    parameter W_IN = 8,
    parameter W_OUT = 32,
    parameter N = 4
)(
    input wire clk, resetn, valid_in,
    input wire signed [2*N*N*W_IN-1:0] data_in, 
    output wire valid_out,
    output wire signed [N*N*W_OUT-1:0] result
);
mat_mul #(.W_IN(W_IN), .W_OUT(W_OUT), .N(N)) mm (.clk(clk), .resetn(resetn), .valid_in(valid_in), .matrix_1(data_in[N*N*W_IN-1:0]), .matrix_2(data_in[2*N*N*W_IN-1:N*N*W_IN]), .valid_out(valid_out), .result(result));
endmodule
[/design/flow/run.sh]
#!/bin/bash
# OpenROAD 26Q1-2900-gdf79404cd8, Yosys 0.63+post, stock flow scripts
make -C /OpenROAD-flow-scripts/flow DESIGN_CONFIG=/design/flow/config.mk WORK_HOME=/design/flow/orfs finish
==> notes.md <==
Implementation results

sky130_fd_sc_hd__fa_1 takes more of the synthesized area than any other cell. For this run, the chip area from Yosys synthesis comes to 0.300 mm². The checks that failed: antenna rules. The post-route clock skew is 0.120 ns. In this run, post-CTS repair resized a total of 0 instances. Setup repair after global routing left no endpoint under its margin. The setup slack of the most critical reg-to-reg path is 19.96 ns. The smallest hold slack is 0.423 ns. The non-filler instance count after layout is 42.0k.

Data on the critical path arrives at its endpoint at 12.80 ns. The main area contributors are sky130_fd_sc_hd__fa_1, sky130_fd_sc_hd__edfxtp_1, sky130_fd_sc_hd__ha_1. Headroom to the max-slew limit came out at 5.49%. Post-CTS timing repair inserted 0 buffers for setup.

The final weighted congestion in routability-driven placement is 1.08. The overall die height is 776 µm. Input and output buffers added on the ports amount to 771.

The die covers 0.602 mm². The pin count of the biggest net entering global routing is 113. The post-synthesis async set-or-reset flop share is 0%. The total negative slack for setup checks is 0 ns. Total global-route track usage over all layers is 38.2%. In this run the mean area of a mapped cell was 9.20 µm².

The endpoint of the worst-slack reg-to-reg timing path is mm.partial_sum[1054]. The path with the worst hold slack has its endpoint at mm.valid_buffer[2]. The die width is 776 µm.

The H-tree depth reported by CTS is 4. The max-capacitance violation count is 0. The launch point of the worst hold path is mm.valid_buffer[1]. The run finished, with violations left.

Per Yosys stat, the portion of area used by sequential elements is 18.8%. The predominant post-synthesis flop cell is sky130_fd_sc_hd__edfxtp_1. The number of placement rows is 283.

The DRC violation total after the first TritonRoute iteration is 12.5k. The cts-stage hold buffer count is 0. STA classifies the critical path startpoint as a primary input.

The final max-slew violation count recorded for this run is 0. The total clock buffers created by CTS is 230. Per the detail_route report, routed wire per instance is 25.5 µm. The sum of routed wire length over all layers is 1070 mm.

The largest fanout on the critical path is 32. TritonCTS built the clock tree. Clock latency on the worst-skew pair, taken at its later pin, is 1.03 ns. STA classifies the critical path endpoint as a flop. In the Yosys stats the netlist draws on 101 distinct library cells.

In this run, placement finished with an instance count of 41.0k. The DRC violation count after routing is 0. For this run, the top clock speed supported by timing is 83.3 MHz. The fraction of synthesized cell area taken by the top area cell type is 24.2%.

The post-synthesis to final-layout area growth is 10.1%. The first global-routing pass estimated 1540 mm of wire. The floorplan core area is 0.596 mm². CTS placed an instance of sky130_fd_sc_hd__clkbuf_16 at the clock tree root. Per the Yosys statistics, synthesis produced 32.6k cells.

The fraction of layout cells with a size suffix above 1 is 5.42%. CTS reports a maximum clock tree buffer depth of 4. Warnings raised by the tools during the run amount to 33.

At the pin with the least slew margin, the transition time is 1.41 ns. The count of final setup violators is 0. At the worst endpoint, the required time is 24.99 ns. The initial antenna violation count is 263. For the finished layout, the period the worst path requires is 12.01 ns. The clock-pin slew on the worst setup and hold paths is 0.06 ns. The routed layout has 223k vias. The critical path is of the primary input to flop type.

The startpoint identified for the worst register-to-register timing path is mm.partial_sum[896]. The leftover overflow at the end of global routing is 0. The floorplan-stage core utilization is 50.3%.

The type of the tightest min-delay check is flop to flop. Before any placement, the netlist area is recorded as 0.300 mm². The share of the clock period used by the worst path after layout is 49.6%. In the hold timing report, the worst path depth is 0.

Counting flops and latches in the post-synthesis netlist gives 2051. The clock tree has to reach 2051 sinks. The number of global-route vias before repair came to 219k. For this run the detailed placement stage logged an HPWL of 895 mm.

The cell count after synthesis came out at 32.6k. The number of primary I/O pins is 772. The total of warnings raised by yosys is 4. The via density per instance is 5.31.

In the final report, the number of hold violations comes to 0. The first TritonRoute pass finished after 34 iterations. In this run, synthesis inferred 1538 flip-flops with an integrated enable. The number of cells on the worst reg-to-reg path is 13. The count of nets left with antenna violations once routing finished came out at 1.
critical path, stage by stage:
cell and delay, ns:
sky130_fd_sc_hd__clkdlybuf4s50_1 0.43, sky130_fd_sc_hd__buf_4 0.27, sky130_fd_sc_hd__and2_1 0.22, sky130_fd_sc_hd__fa_1 0.51, sky130_fd_sc_hd__inv_1 0.06, sky130_fd_sc_hd__fa_1 0.53
sky130_fd_sc_hd__inv_1 0.05, sky130_fd_sc_hd__fa_1 0.47, sky130_fd_sc_hd__inv_1 0.05, sky130_fd_sc_hd__fa_1 0.47, sky130_fd_sc_hd__inv_1 0.04, sky130_fd_sc_hd__ha_1 0.29
sky130_fd_sc_hd__inv_1 0.08, sky130_fd_sc_hd__o21bai_1 0.07, sky130_fd_sc_hd__a21oi_1 0.24, sky130_fd_sc_hd__o21bai_1 0.10, sky130_fd_sc_hd__a21oi_1 0.23, sky130_fd_sc_hd__nor2b_1 0.07
sky130_fd_sc_hd__o21a_1 0.19, sky130_fd_sc_hd__o41ai_1 0.31, sky130_fd_sc_hd__xnor2_1 0.40, sky130_fd_sc_hd__and2_1 0.31, sky130_fd_sc_hd__ha_1 0.28, sky130_fd_sc_hd__or3b_2 0.76
sky130_fd_sc_hd__or4_1 1.14, sky130_fd_sc_hd__o211ai_1 0.31
cells by family after synthesis:
group	Yosys count	synth area share [%]
compound gates	4995	10.9
xor+xnor	2251	6.58
fa+ha+maj	6976	38.2
buf+inv	7254	9.09
flops	2051	18.8
mux	260	0.896
simple gates	8798	15.5
worst max path at each step:
stage | depth (start not counted) | slack (ns) | from | end
after global routing | 25 | 12.04 | data_in[155] | mm.partial_sum[2843]
final | 26 | 12.19 | data_in[155] | mm.partial_sum[2833]
after CTS | 25 | 12.36 | data_in[155] | mm.partial_sum[2833]
sequential cells by signal, indices dropped and copies added, names as in the netlist:
name,cells
mm.valid_out,1
mm.partial_sum,1536
mm.result,512
mm.valid_buffer,2
synthesized netlist by cell type, types with 762 or more instances:
master / number
sky130_fd_sc_hd__a21oi_1: 1494
sky130_fd_sc_hd__and2_1: 3566
sky130_fd_sc_hd__xnor2_1: 1818
sky130_fd_sc_hd__ha_1: 3360
sky130_fd_sc_hd__o21ai_0: 771
sky130_fd_sc_hd__nor2_1: 1548
sky130_fd_sc_hd__inv_1: 6097
sky130_fd_sc_hd__fa_1: 3616
sky130_fd_sc_hd__nand2_1: 1646
sky130_fd_sc_hd__edfxtp_1: 1538
sky130_fd_sc_hd__clkbuf_1: 1126
sky130_fd_sc_hd__nor2b_1: 762
area by class of cell:
class	instances	area (µm²)
well taps	7980	9980
repair buffers	1624	14100
inverters	6097	22900
fillers	52700	266000
clock buffers	285	6190
clock inverters	145	1930
multi-input cells	23300	217000
flip-flops and latches	2051	56500
diodes	517	1290
layer usage:
metal	global-route usage, %	share of wire, %	routed length [µm]
met1	52.7	39	422000
met2	46.1	37	392000
met3	30.8	20	210000
met4	12.1	4.2	45300
met5	3.03	0.29	3090
placed cells by master, fill, tap and decap left out, types with 42 or more instances in the layout:
cell / Yosys / routed
sky130_fd_sc_hd__diode_2: 0 / 517
sky130_fd_sc_hd__or3_1: 50 / 50
sky130_fd_sc_hd__a31oi_1: 104 / 104
sky130_fd_sc_hd__buf_4: 0 / 849
sky130_fd_sc_hd__fa_1: 3616 / 3616
sky130_fd_sc_hd__nand2_1: 1646 / 1645
sky130_fd_sc_hd__and3_1: 170 / 169
sky130_fd_sc_hd__nor2_1: 1548 / 1533
sky130_fd_sc_hd__mux2i_1: 195 / 195
sky130_fd_sc_hd__o21ai_1: 198 / 195
sky130_fd_sc_hd__mux2_2: 64 / 64
sky130_fd_sc_hd__a21o_1: 628 / 628
sky130_fd_sc_hd__nand4_1: 48 / 48
sky130_fd_sc_hd__nor3_1: 300 / 298
sky130_fd_sc_hd__o21bai_1: 446 / 446
sky130_fd_sc_hd__a31o_2: 265 / 265
sky130_fd_sc_hd__xnor2_2: 0 / 106
sky130_fd_sc_hd__a21oi_1: 1494 / 1493
sky130_fd_sc_hd__clkbuf_16: 0 / 233
sky130_fd_sc_hd__nand3_1: 250 / 250
sky130_fd_sc_hd__nand2b_1: 271 / 270
sky130_fd_sc_hd__o211ai_1: 53 / 53
sky130_fd_sc_hd__edfxtp_1: 1538 / 1538
sky130_fd_sc_hd__a211oi_1: 161 / 160
sky130_fd_sc_hd__o21a_1: 270 / 270
sky130_fd_sc_hd__clkdlybuf4s50_1: 0 / 749
sky130_fd_sc_hd__and2_1: 3566 / 3566
sky130_fd_sc_hd__dfxtp_1: 513 / 513
sky130_fd_sc_hd__nor2b_1: 762 / 762
sky130_fd_sc_hd__ha_1: 3360 / 3360
sky130_fd_sc_hd__inv_1: 6097 / 6095
sky130_fd_sc_hd__o41ai_1: 79 / 78
sky130_fd_sc_hd__xnor2_1: 1818 / 1712
sky130_fd_sc_hd__xor2_1: 433 / 420
sky130_fd_sc_hd__o21ai_0: 771 / 771
sky130_fd_sc_hd__a21boi_0: 55 / 55
sky130_fd_sc_hd__a21boi_1: 54 / 54
sky130_fd_sc_hd__or2_2: 42 / 42
stage by stage:
step / setup WS [ns] / utilization (%) / cell area, µm²
finish: 12.19 / 55.4 / 330000
global route: 12.04 / 55.2 / 329000
CTS: 12.36 / 55.2 / 329000
detailed placement: 11.33 / 53.8 / 320000
global placement: 11.30 / 53.8 / 320000
floorplan: 13.37 / - / 300000
